$ cat flow/design.v
module ALU(
	input  [(64 - 1):0] A,
	input  [(64 - 1):0] B,
	input  [(4	 - 1):0] ALUSel,
	output [(64 - 1):0] o
);
	reg [(64 - 1):0] _o;
	assign o = _o;
	wire sign = A[64 - 1];
	wire [(64 * 2 - 1):0] sra_tmp = { {64{sign}}, A } >> B[(6 - 1):0];
	wire [64:0] slt_tmp = {A[64 - 1], A} - {B[64 - 1], B};
	localparam ZERO = 64'd0;
	always @(*) begin
		case (ALUSel)
			4'd0 : _o = A + B;
			4'd1 : _o = A - B;	
			4'd2 : _o = A & B;
			4'd3  : _o = A | B;
			4'd4 : _o = A ^ B;
			4'd5 : _o = A << B[(6 - 1):0];	
			4'd6 : _o = A >> B[(6 - 1):0];
			4'd7 : _o = sra_tmp[(64 - 1):0];
			4'd8 : _o = { {(64 - 1){1'b0}}, slt_tmp[64] }; 
			4'd9: _o = (A < B) ? 1 : 0;
			4'd10: _o = B;  
			default: _o = ZERO;
		endcase
	end
endmodule
$ cat flow/run.sh
#!/bin/bash
# OpenROAD 26Q1-2900-gdf79404cd8, Yosys 0.63+post, stock flow scripts
make -C /OpenROAD-flow-scripts/flow DESIGN_CONFIG=/design/flow/config.mk WORK_HOME=/design/flow/orfs finish
$ cat flow/config.mk
export PLATFORM = sky130hd
export DESIGN_NAME = ALU
export DESIGN_NICKNAME = ALU
export VERILOG_FILES = /design/flow/design.v
export SDC_FILE = /design/flow/constraint.sdc
export NUM_CORES = 4
export LEC_CHECK = 1
export CORE_UTILIZATION = 50
$ cat flow/constraint.sdc
current_design ALU

set clk_period 46.9
set clk_io_pct 0.2

create_clock -name clk0 -period $clk_period

set non_clock_inputs [all_inputs -no_clocks]
set_input_delay [expr $clk_period * $clk_io_pct] -clock clk0 $non_clock_inputs
set_output_delay [expr $clk_period * $clk_io_pct] -clock clk0 [all_outputs]
==> impl_metrics.env <==
# implementation run metrics
export IMPL_tightest_slew_ns=1.16
export IMPL_finalSetupTns_ns=0
export IMPL_cp_buffers_inverters=4
export IMPL_maxCapViolCount=0
export IMPL_fp_util_pct=50.8
export IMPL_port_buffers=196
export IMPL_vdd_ir_drop_max_mv=0.00632
export IMPL_num_vias=26000
export IMPL_drt_iter0_drc=4319
export IMPL_synth_distinct_cells=88
export IMPL_seq_cells=0
export IMPL_p_per_area_mw_per_mm2=14.4
export IMPL_ys_seq_share_pct=0
export IMPL_wire_per_inst_microns=31.2
export IMPL_common_cells="a21oi_1 (324), nor2_1 (321), o21ai_0 (237)"
export IMPL_crit_path_top_delay_cell="a2111oi_0"
export IMPL_path_cells="clkdlybuf4s50_1 > inv_1 > ha_1 > inv_1 > a2111oi_1 > a21oi_1 > o31ai_1 > nor2_1 > a2111oi_0 > nor2_1 > a21oi_1 > o21ai_0 > o2111ai_1 > clkdlybuf4s50_1"
export IMPL_area_leaders="ha_1 (13%), mux4_2 (8.5%), a21oi_1 (8.2%), mux2i_1 (7.6%), nor2_1 (6.1%)"
export IMPL_finalPower_uw=314
export IMPL_wirelength_microns=108000
export IMPL_fillers=3718
export IMPL_fp_dieW_microns=200
export IMPL_grt_max_degree=86
export IMPL_syn_inst=2923
export IMPL_fin_crit_ns=24.68
export IMPL_setup_violations=0
export IMPL_first_pass_iters=9
export IMPL_drc=0
export IMPL_switchingPower_uw=202
export IMPL_path_class="primary input to primary output"
export IMPL_cpLargestDelayFamily="AND-OR/OR-AND gates"
export IMPL_yosysWarnings=1
export IMPL_relSlewSlack_pct=21.8
export IMPL_yosysMostFrequentCell="a21oi_1"
export IMPL_synthesis_area_sq_mm=0.0197
export IMPL_regArea_sq_um=0
export IMPL_coreArea_sq_mm=0.0387
export IMPL_fp_dieArea_sq_mm=0.0402
export IMPL_antenna_left=0
export IMPL_max_freq_ghz=0.0405
export IMPL_log_warning_count=167
export IMPL_power_leakage_uw=0.00903
export IMPL_top_area_cell="ha_1"
export IMPL_path_max_fanout=11
export IMPL_grt_pass1_vias=23500
export IMPL_drv_slew=0
export IMPL_die_height_microns=200
export IMPL_start_kind="primary input"
export IMPL_dpl_hpwl_microns=85100
export IMPL_via_per_inst=7.49
export IMPL_hold_class="primary input to primary output"
export IMPL_fin_crit_sh_pct=52.6
export IMPL_max_stage_delay_ns=0.84
export IMPL_p_int_uw=112
export IMPL_yosysChipArea_sq_mm=0.0197
export IMPL_mi_logic_area_sq_mm=0.0179
export IMPL_clockBufferCount=0
export IMPL_required_ns=37.52
export IMPL_globalRouteOverflowTotal=0
export IMPL_yosysTopAreaCellShare_pct=12.6
export IMPL_gp_congestion=1.15
export IMPL_avgSynthCellArea_sq_um=6.73
export IMPL_holdWs_ns=20.03
export IMPL_drive_gt1_share_pct=8.23
export IMPL_grt_use_total_pct=52.9
export IMPL_design_area_sq_mm=0.0218
export IMPL_cts_resized_gates=0
export IMPL_ys_cells=2923
export IMPL_end_kind="primary output"
export IMPL_crit_arrival_ns=15.30
export IMPL_hold_violations=0
export IMPL_dpl_cell_area_sq_mm=0.0218
export IMPL_cts_setup_buffers=0
export IMPL_rsz0062_at_grt="no"
export IMPL_cts_hold_buf=0
export IMPL_antenna_found_initial=8
export IMPL_run_status="finished clean"
export IMPL_area_growth_pct=10.9
export IMPL_num_rows=72
export IMPL_grt_pass1_wl_microns=156000
export IMPL_io_pins=196
export IMPL_switching_share_pct=64.4
-- layout by cell type (no fill, tap or decap), drive strengths merged, types with 54 or more instances in the layout --
cell type,n
inv,214
a21oi,325
nand2,236
mux2i,149
a211oi,54
mux4,74
nor2,322
ha,198
buf,72
clkdlybuf4s50,190
o21ai,254
-- cell type report --
type | instances | area share (%)
timing repair buffer | 263 | 11.2
tap | 518 | 2.97
antenna | 6 | 0.0688
multi-input combinational | 2474 | 82.0
inverter | 215 | 3.72
-- path summary, 6_finish.rpt --
kind              start    end  cells past startpoint
setup / recovery   A[5]   o[0]                     14
hold / removal    B[17]  o[17]                      5
-- layer usage --
| metal | track usage (%) | vias up | part of all wire (%) |
|---|---|---|---|
| li1 | - | 11100 | - |
| met1 | 71.1 | 12100 | 38 |
| met2 | 69.3 | 2298 | 38 |
| met3 | 28.5 | 489 | 18 |
| met4 | 22.9 | 8 | 6.3 |
| met5 | 2.98 | - | 0.17 |
-- kinds of logic (layout without fill, tap and decap cells) --
| group | count (synthesis) | after routing | synth area share [%] |
|---|---|---|---|
| adders and majority gates | 200 | 200 | 12.8 |
| xor gates and xnor gates | 24 | 24 | 1.07 |
| other | 0 | 6 | 0 |
| buffers and inverters | 449 | 478 | 9.25 |
| AOI/OAI and AO/OA | 1163 | 1163 | 39.4 |
| and+or+nand+nor | 820 | 820 | 18.9 |
| muxes | 267 | 267 | 18.6 |
-- power groups by stage --
| stage | clock network (uW) | logic, uW | registers (uW) |
|---|---|---|---|
| global route | 0 | 324 | 0 |
| CTS | 0 | 295 | 0 |
-- through the flow --
| stage | utilization (%) | worst slack [ns] | instances |
|---|---|---|---|
| 3_5_place_dp | 56.3 | 22.64 | 3470 |
| 4_1_cts | 56.3 | 22.63 | 3470 |
| 5_1_grt | 56.3 | 22.39 | 3470 |
| 6_report | 56.3 | 22.22 | 3476 |
| 2_1_floorplan | - | 24.32 | 2923 |
| 3_3_place_gp | 56.3 | 22.67 | 3470 |
Power figures rest on the tool's default switching activity, not on a simulated workload.
