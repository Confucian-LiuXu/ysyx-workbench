==> design/flow/design.v <==
module Mux31(
	input  [(64 - 1):0] in0,
	input  [(64 - 1):0] in1,
	input  [(64 - 1):0] in2,
	input  [1:0] s,
	output [(64 - 1):0] o
);
	reg [(64 - 1):0] _o;
	assign o = _o;
	always @(*) begin
		case(s)
			2'd0: _o = in0;
			2'd1: _o = in1;
			2'd2: _o = in2;
			default: _o = in0;
		endcase
	end
endmodule
==> design/flow/run.sh <==
#!/bin/bash
# OpenROAD 26Q1-2900-gdf79404cd8, Yosys 0.63+post, stock flow scripts
make -C /OpenROAD-flow-scripts/flow DESIGN_CONFIG=/design/flow/config.mk WORK_HOME=/design/flow/orfs finish
==> design/flow/config.mk <==
export PLATFORM = sky130hd
export DESIGN_NAME = Mux31
export DESIGN_NICKNAME = Mux31
export VERILOG_FILES = /design/flow/design.v
export SDC_FILE = /design/flow/constraint.sdc
export NUM_CORES = 4
export LEC_CHECK = 1
export CORE_AREA = 10 10 121 121
export DIE_AREA = 0 0 131 131
==> design/flow/constraint.sdc <==
current_design Mux31

set clk_period 5.7
set clk_io_pct 0.2

create_clock -name clk0 -period $clk_period

set non_clock_inputs [all_inputs -no_clocks]
set_input_delay [expr $clk_period * $clk_io_pct] -clock clk0 $non_clock_inputs
set_output_delay [expr $clk_period * $clk_io_pct] -clock clk0 [all_outputs]
==> flow_summary.yaml <==
# physical design summary
status:
  outcome: "complete, no violations"
final_layout:
  most-common-layout-cells: "clkdlybuf4s50_1, nand2_1, a22oi_2, o21ai_2"
  final_cells: 627
  flop-count: 0
  syn_to_final_growth_pct: 138
  nClkBuffers: 0
  layout-drive-gt1-share_pct: 27.7
  comb_area_sq_um: 1620
  layout_top_cell: "clkdlybuf4s50_1"
  regArea_sq_um: 0
  n_fill_cell: 1208
drt:
  highest_layer: "met4"
  wl_microns: 10600
  dr.pass1.iters: 4
  ant_nets: 0
  drcViolationCount: 0
  wl_met3_microns: 1340
  post_drt_wl_per_cell_microns: 16.9
  insertedDiodeCount: 0
  dr_wl_met2_microns: 5290
  met1_length_microns: 3930
  viasPerCell: 4.23
  num_vias: 2652
  drt_iter0_markers: 84
hold_path:
  hold_path.class: "in -> out"
  hold_depth: 4
  hp-start: "in0[28]"
job:
  drv_cap: 0
  warnings: 33
synthesis:
  top_cells_by_area: "a22oi_2, o21ai_2, nand2_1"
  yosysTopAreaCellShare_pct: 39.6
  syn_inst: 224
  yosys_area_sq_um: 1900
  synth_top_cell_by_area: "a22oi_2"
  synth_cell_types: 12
  synth.avg_cell_area_sq_um: 8.46
  yosys_cells: 224
  yosysWarnings: 1
  synth_seq_share_pct: 0
  syn-cell-area_sq_um: 1900
die:
  rows: 40
  fp_util_pct: 15.7
  chipArea_sq_um: 17200
  fp.dieH_microns: 131
  io_pins: 258
  core_sq_um: 12100
  die_w_microns: 131
timing:
  rsz0062_at_grt: "no"
  fin_crit_sh_pct: 81.2
  whs_ns: 3.19
  slew_headroom_pct: 52.1
  finalMaxSlewViolations: 0
  setup_ws_ns: 1.07
  min_period_ns: 4.63
  fmax_mhz: 216
  setup_viol: 0
  fin_setup_tns_ns: 0
  finalHoldViolations: 0
  tightest_slew_ns: 0.719
setup_path:
  worstPathArrival_ns: 3.49
  worst-path-buf-inv: 4
  cp_num_cells: 7
  cp_max_fo: 47
  crit_chain: "clkdlybuf4s50_1 > inv_1 > ha_4 > buf_12 > nand2_1 > o21ai_1 > clkdlybuf4s50_1"
  setup.worst_path.start: "s[0]"
  cp-end-kind: "output pin"
  critPathLaunchType: "input port"
  crit_path_frequent_cell: "clkdlybuf4s50_1"
  worst_path_largest_cell_delay_ns: 0.67
  cpLargestDelayFamily: "buffers and inverters"
  cp_slowest_cell: "ha_4"
  required_ns: 4.56
  critical_path_class: "in -> out"
place:
  dp.cells: 627
  preCtsSetupSlack_ns: 1.08
  dp_hpwl_microns: 9190
  place_congestion: 0.786
  io_buffers: 258
global_routing:
  antenna_found_initial: 0
  grt_max_degree: 48
  grt_pass1_wl_microns: 15100
  grt_pass1_vias: 2734
  gr-total-overflow: 0
  grt_util_all_layers_pct: 11.0
clock_tree:
  cts-resized-gates: 0
  cts_setup_buffers: 0
  postCtsHoldBufs: 0
power_and_ir_drop:
  vdd_drop_max_v: 0.0000301
  p_leak_nw: 1.51
  p_total_w: 0.000401
  power_density_nw_per_um2: 89.1
[per-layer routing]
metal | vias up | GRT usage [%]
met3 | 2 | 4.58
li1 | 1328 | -
met2 | 144 | 19.7
met5 | - | 0
met1 | 1178 | 12.5
met4 | 0 | 0
[Yosys cell counts, drive strengths merged]
master and count:
o21ai 64, ha 2, nand2 64, buf 28, inv 2, a22oi 64
[where the power goes]
part / switching [W] / total, W / internal, W
clock: 0 / 0 / 0
sequential: 0 / 0 / 0
combinational: 0.000136 / 0.000401 / 0.000265
[final cells by class]
class	count	area share (%)
multi-input cells	194	35.9
well taps	168	4.67
inverters	2	0.167
repair buffers	263	59.3
[tightest hold or removal path, cell delays in order]
cell and delay, ns:
clkdlybuf4s50_1 0.39, nand2_1 0.08, o21ai_2 0.05, clkdlybuf4s50_1 0.40
[logic make-up after synthesis]
| family | synth area share (%) |
|---|---|
| adder cells (fa/ha/maj) | 1.32 |
| buffers and inverters | 16.0 |
| AND/OR/NAND/NOR | 12.7 |
| AND-OR/OR-AND | 70.0 |
[worst paths after layout]
kind                  endpoint  slack (ns)
worst max-delay path     o[63]        1.07
worst min-delay path     o[28]        3.19
[per-stage QoR]
| step | cell area [sq um] | utilization [%] |
|---|---|---|
| after floorplan | 1900 | - |
| after global placement | 4500 | 37.3 |
| after detailed placement | 4500 | 37.3 |
| after CTS | 4500 | 37.3 |
| after global routing | 4500 | 37.3 |
| final | 4500 | 37.3 |
Power and IR drop assume default switching activity.
