$ cat design/flow/config.mk
export PLATFORM = sky130hd
export DESIGN_NAME = RegFile
export DESIGN_NICKNAME = RegFile
export VERILOG_FILES = /design/flow/design.v
export SDC_FILE = /design/flow/constraint.sdc
export NUM_CORES = 4
export LEC_CHECK = 1
export CORE_UTILIZATION = 50
$ cat design/flow/constraint.sdc
current_design RegFile

set clk_period 21.2
set clk_io_pct 0.2

create_clock -name clk0 -period $clk_period [get_ports {clk}]

set non_clock_inputs [all_inputs -no_clocks]
set_input_delay [expr $clk_period * $clk_io_pct] -clock clk0 $non_clock_inputs
set_output_delay [expr $clk_period * $clk_io_pct] -clock clk0 [all_outputs]
$ cat design/flow/design.v
module RegFile(
	input  clk,
	input  rst,
	input  RegWEn,	 
	input  [4:0] rs2,
	input  [4:0] rs1,
	input  [4:0] rd,
	input  [(64 - 1):0] dataW,
	output [(64 - 1):0] data1,
	output [(64 - 1):0] data2
);
	reg [(64 - 1):0] rf [(32 - 1):0];
	integer j;
	always @(posedge clk) begin
		if (rst) begin
			for (j = 0; j < 32; j = j + 1)
				rf[j] <= 64'd0;
		end
		else if (RegWEn)
			rf[rd] <= dataW;
	end
	assign data1 = rf[rs1];
	assign data2 = rf[rs2];
endmodule
$ cat design/flow/run.sh
#!/bin/bash
# OpenROAD 26Q1-2900-gdf79404cd8, Yosys 0.63+post, stock flow scripts
make -C /OpenROAD-flow-scripts/flow DESIGN_CONFIG=/design/flow/config.mk WORK_HOME=/design/flow/orfs finish
==> results_tabular.tex <==
% Implementation results table
\begin{tabular}{lr}
\hline
Metric & Value \\
\hline
\multicolumn{2}{l}{\textbf{Worst setup path}} \\
\quad Crit path required time & 16960 ps \\
\quad Sort of element at the start of the critical path & input pin \\
\quad Class of the most critical setup path & in2out \\
\quad Data arrival time of the critical path & 9280 ps \\
\quad CP Capture Type & primary output \\
\quad Peak fanout along the critical path & 44 \\
\multicolumn{2}{l}{\textbf{Final layout}} \\
\quad Sequential standard cell area & 0.0615 sq mm \\
\quad Signed area change from the synthesized netlist to the final layout & 11.7\% \\
\quad Combinational gate area & 0.0425 sq mm \\
\quad Share of cells above drive strength 1 & 23.2\% \\
\quad Top reg by flops & rf \\
\quad Fill cell instance count of the final layout & 16100 \\
\quad Leading registers by flop count & rf x2048 \\
\quad Largest register FFs & 2048 \\
\multicolumn{2}{l}{\textbf{Logic synthesis}} \\
\quad Number of flops mapped to enable cells by yosys & 2048 \\
\quad Count of state elements after synthesis & 2048 \\
\quad Post-synthesis sequential area ratio & 57.4\% \\
\quad Post-synthesis cell type with the largest instance count & sky130\_fd\_sc\_hd\_\_and2\_1 \\
\quad Post-Syn Area & 0.107 sq mm \\
\quad Dominant synthesized flop cell & sky130\_fd\_sc\_hd\_\_edfxtp\_1 \\
\quad Synthesis Warnings & 1 \\
\quad Chip area estimate from yosys synthesis & 0.107 sq mm \\
\quad Cell types occupying the most area after synthesis & sky130\_fd\_sc\_hd\_\_edfxtp\_1 (57\%), sky130\_fd\_sc\_hd\_\_mux4\_2 (18\%), sky130\_fd\_sc\_hd\_\_and2\_1 (12\%) \\
\quad Area share of the leading cell type in the synthesized netlist & 57.4\% \\
\quad Syn Area/Cell & 15.2 sq um \\
\quad Share of flip-flops with an asynchronous set or reset after synthesis & 0\% \\
\quad Cell variety after synth & 41 \\
\quad Mapped Cells & 7072 \\
\quad Number of cell instances after yosys synthesis & 7072 \\
\quad Most frequent cells after synthesis & sky130\_fd\_sc\_hd\_\_and2\_1 (2055), sky130\_fd\_sc\_hd\_\_edfxtp\_1 (2048), sky130\_fd\_sc\_hd\_\_mux4\_2 (867) \\
\quad Library cell with the largest summed area after synthesis & sky130\_fd\_sc\_hd\_\_edfxtp\_1 \\
\multicolumn{2}{l}{\textbf{Routing}} \\
\quad Length of routed wiring on met1 & 127000 um \\
\quad Number of DRC violations after detailed-routing iteration 0 & 5575 \\
\quad Number of nets with antenna violations after detailed routing & 0 \\
\quad Number of search-and-repair iterations in the first detailed-routing pass & 6 \\
\quad Routed vias/inst & 6.88 \\
\quad Detail-routed net length per standard cell & 43.5 um \\
\quad Detailed-route via count & 70100 \\
\quad Met3 layer wire length in the routed design & 94500 um \\
\quad Topmost layer with routed signal wires & met5 \\
\quad Met2 layer wire length in the routed design & 189000 um \\
\quad Drc violations & 0 \\
\quad Final Routed Wirelength & 443000 um \\
\multicolumn{2}{l}{\textbf{Global route}} \\
\quad Number of global-route vias before repair & 74600 \\
\quad Pin count of the biggest net entering global routing & 87 \\
\quad First-pass GRT wire length & 604000 um \\
\quad Number of antenna violations at the first check in global routing & 59 \\
\quad Global route total overflow & 0 \\
\quad GRT Total Usage & 46.2\% \\
\multicolumn{2}{l}{\textbf{Final timing}} \\
\quad RSZ-0062 raised after global routing & no \\
\quad Final min period & 13520 ps \\
\quad Upper clock frequency limit & 74.0 MHz \\
\quad Total setup violations reported at the end of the flow & 0 \\
\quad Period Utilization, post-route & 63.8\% \\
\quad Relative slew slack & 6.70\% \\
\quad Number of pins exceeding their max-slew limit in the final report & 0 \\
\quad Hold violation total from the final report & 0 \\
\quad Fin worst setup slack & 7680 ps \\
\quad Setup\_tns & 0 ps \\
\quad Worst Max-Slew Pin Slew & 1390 ps \\
\multicolumn{2}{l}{\textbf{Clock network}} \\
\quad Hold-fix buffers at CTS & 0 \\
\quad Clk pin slew, worst setup/hold paths & 60 ps \\
\quad Count of H-tree levels built during CTS & 4 \\
\quad CTS Buffer Depth & 3 \\
\quad Cell resize tally after clock tree synthesis & 0 \\
\quad TritonCTS clock tree & yes \\
\quad CTS root buf & sky130\_fd\_sc\_hd\_\_clkbuf\_16 \\
\quad Num CTS Buffers & 222 \\
\quad Number of sinks on the clock net & 2048 \\
\quad Post-CTS setup-driven buffer insertion count & 0 \\
\multicolumn{2}{l}{\textbf{Floorplan}} \\
\quad Horizontal die dimension & 465 um \\
\quad Area of the core & 0.213 sq mm \\
\quad Die area & 0.216 sq mm \\
\quad IO Pins & 210 \\
\quad Cell row count & 169 \\
\quad Core utilization before placement & 50.5\% \\
\quad Height of the chip & 465 um \\
\multicolumn{2}{l}{\textbf{Run}} \\
\quad Tool warning count & 27 \\
\quad Number of violations of the max-capacitance limit & 0 \\
\multicolumn{2}{l}{\textbf{Pwr}} \\
\quad Gate power share & 12.1\% \\
\quad Worst voltage drop across the vdd grid & 0.0000875 V \\
\quad NetSw & 2.50 mW \\
\quad Reg power frac & 48.6\% \\
\quad Areal power density over the cells & 82.3 mW/mm\^{}2 \\
\quad Leakage power of the design & 40.8 nW \\
\quad Switching portion of total power & 25.3\% \\
\quad Share of total power in the clock network & 39.3\% \\
\quad Int Power & 7.36 mW \\
\multicolumn{2}{l}{\textbf{Min path}} \\
\quad Number of cells traversed by the worst hold path & 3 \\
\quad Worst Hold Class & in2reg \\
\quad Worst Hold Launch & dataW[25] \\
\quad Hold path endpoint & rf[2][25] \\
\multicolumn{2}{l}{\textbf{Placed design}} \\
\quad Pre-CTS worst setup slack & 7610 ps \\
\quad GP Congestion & 0.991 \\
\quad IO Port Bufs & 209 \\
\quad Final HPWL DP & 257000 um \\
\multicolumn{2}{l}{\textbf{Outcome}} \\
\quad Outcome & finished clean \\
\hline
\end{tabular}
cell families (layout without fill, tap and decap cells):
family	count (synthesis)	count (layout)	share of synthesized area (%)
simple gates	2434	2434	14.0
buf+inv	776	971	3.49
mux	1189	1189	21.3
flops	2048	2048	57.4
compound gates	625	625	3.93
other cells	0	90	0
cells in the final DEF, fill, tap and decap left out, drive strengths merged, types with 2 or more instances in the layout:
cell           count
and2            2055
edfxtp          2048
mux4             867
buf              354
o22ai            315
mux2i            290
clkbuf           276
a22oi            209
clkdlybuf4s50    201
clkinv           110
nor4              92
diode             90
nor2              69
nand3             51
nor2b             47
a21oi             39
or2               37
a211oi            35
mux2              32
nand4             29
nand2             23
bufinv            19
a2111oi           12
nand2b            12
clkinvlp           7
nand3b             6
nor3               6
a221oi             5
o21ai              5
or3                5
inv                4
a31oi              2
power by group through the flow:
stage	Clock (mW)	Combinational [mW]	Sequential, mW
CTS	3.88	1.17	4.78
global route	4.03	1.23	4.81
finish	3.87	1.20	4.79
worst max-delay path, cell delays in order:
cell and delay, ps:
sky130_fd_sc_hd__buf_8 450, sky130_fd_sc_hd__buf_4 680, sky130_fd_sc_hd__buf_4 630, sky130_fd_sc_hd__buf_4 660, sky130_fd_sc_hd__buf_4 550, sky130_fd_sc_hd__mux4_2 320
sky130_fd_sc_hd__nor2b_1 140, sky130_fd_sc_hd__a211oi_1 70, sky130_fd_sc_hd__nor4_1 770, sky130_fd_sc_hd__clkdlybuf4s50_1 610
metrics by stage:
stage          util (%)  cell area [sq um]  power (mW)  hold WS (ps)  cells
6_report           56.3             120000        9.85          4280  10200
5_1_grt            56.3             120000        10.1          4300  10100
4_1_cts            56.2             120000        9.83          4250  10100
3_5_place_dp       52.9             112000        6.03          5200   9673
3_3_place_gp       52.9             112000        6.02          5190   9673
2_1_floorplan         -             107000        5.47          4440   7072
cell type report:
class	count	share of cell area (%)
antenna	90	0.188
inverter	1	0.00313
timing repair buffer	555	4.08
multi-input combinational	4248	35.5
tap	2821	2.95
clock buffer	276	4.95
sequential	2048	51.4
clock inverter	139	0.963
per-layer routing:
| metal | global-route usage [%] | vias to the layer above |
|---|---|---|
| li1 | - | 27500 |
| met1 | 51.0 | 34400 |
| met2 | 59.1 | 6712 |
| met3 | 42.8 | 1436 |
| met4 | 23.8 | 76 |
| met5 | 9.55 | - |
how the worst max path moves through the flow:
stage,slack [ps],from,endpoint,cells past startpoint
4_1_cts,7600,rs2[0],data2[10],10
5_1_grt,7190,rs2[0],data2[10],10
6_report,7680,rs2[0],data2[10],10
Power is estimated from default activity; no workload was simulated.
